`design/flow/run.sh`:
```
#!/bin/bash
# OpenROAD 26Q1-2900-gdf79404cd8, Yosys 0.63+post, stock flow scripts
make -C /OpenROAD-flow-scripts/flow DESIGN_CONFIG=/design/flow/config.mk WORK_HOME=/design/flow/orfs finish
```
`design/flow/config.mk`:
```
export PLATFORM = sky130hd
export DESIGN_NAME = alu
export DESIGN_NICKNAME = alu
export VERILOG_FILES = /design/flow/design.v
export SDC_FILE = /design/flow/constraint.sdc
export NUM_CORES = 4
export LEC_CHECK = 1
export CORE_UTILIZATION = 30
```
`design/flow/constraint.sdc`:
```
current_design alu

set clk_period 9.1
set clk_io_pct 0.2

create_clock -name clk0 -period $clk_period

set non_clock_inputs [all_inputs -no_clocks]
set_input_delay [expr $clk_period * $clk_io_pct] -clock clk0 $non_clock_inputs
set_output_delay [expr $clk_period * $clk_io_pct] -clock clk0 [all_outputs]
```
`design/flow/design.v`:
```
module alu (
  input  logic [31:0] operand1,    
  input  logic [31:0] operand2,    
  input  logic [2:0]  funct3,      
  input  logic subsra,             
  output logic [31:0] result       
);
  logic signed [31:0] signed_op1;   
  always_comb begin
    signed_op1 = operand1;   
    case (funct3)   
      3'b000:  
        result = subsra ? (operand1 - operand2) : (operand1 + operand2);
      3'b001:  
        result = operand1 << operand2[4:0];  
      3'b010:  
        result = ($signed(operand1) < $signed(operand2)) ? 32'd1 : 32'd0;
      3'b011:  
        result = (operand1 < operand2) ? 32'd1 : 32'd0;
      3'b100:  
        result = operand1 ^ operand2;
      3'b101:  
        if (subsra)
          result = signed_op1 >>> operand2[4:0];
        else
          result = operand1 >> operand2[4:0];
      3'b110:  
        result = operand1 | operand2;
      3'b111:  
        result = operand1 & operand2;
      default:  
        result = 32'd0;
    endcase
  end
endmodule
```
==> summary.txt <==
Implementation results. The routed layout has 10,483 vias. The leakage power in the latest report is 4.17 nW. Hold-critical path depth landed at 4. Share of synthesized cell area in full adder, half adder and majority cells landed at 14.8%. In the hold report, the worst path ends at result[1]. Data arrival at the endpoint of the critical path landed at 6160 ps. After floorplanning, the core was divided into 61 placement rows. Number of max-slew violations in the final report landed at 0. Wire length per cell landed at 23.3 um. The number of global-route vias before repair is 9,992. Post-synthesis sequential area ratio landed at 0%. The synthesized netlist has a Yosys-reported chip area of 8500 um2. The buffer_ports step reported a buffer count of 100. The first global-routing pass estimated 61.2 mm of wire.

STA classifies the critical path startpoint as a primary input. Buffer and inverter count on the worst path landed at 3. The layout has 0 clock buffers. Aggregate negative setup slack landed at 0 ps. Once layout is done, the placed cells without fillers occupy 9720 um2.

Max-capacitance violation count landed at 0. Registers take 0 um2. First-pass detailed-route iteration total landed at 7.

Note, the detailed placer reported a final HPWL of 31.5 mm. The startpoint identified for the worst hold timing path is subsra. Post-layout period usage of the worst path landed at 87.7%. Synthesis-to-layout area growth landed at 14.3%.

Peak per-stage delay on the critical path landed at 720 ps. The synthesis run identifies the leading combinational cell family as AND-OR/OR-AND gates. Transition time of the tightest slew-check pin landed at 873 ps. Per the OpenROAD floorplan log, the area of the core is 27,900 um2. In this run the mean area of a mapped cell was 6.38 um2. Per the synthesis report, the number of distinct cell types is 77. Remaining antenna violation count landed at 0. Netlist area before placement landed at 8500 um2. The largest individual stage delay along the critical path comes from the cell sky130_fd_sc_hd__clkdlybuf4s50_1. Of the total synthesized cell area, the portion taken by AND, OR, NAND and NOR gates is 19.9%. Total congestion overflow landed at 0. Detailed placement reports a standard cell area of 9720 um2.

Entering global routing, the biggest net connects 62 pins. For reference, compound AND-OR and OR-AND cells occupy 37.9% of the area reported after synthesis. Maximum fanout along the worst path landed at 11. The cell family contributing the most delay on the critical path is AND-OR/OR-AND gates. Core utilization before placement landed at 30.5%.

Die outline width landed at 170 um. Number of setup violations in the final report landed at 0. The floorplan report gives the top-level pin count as 100. Number of vias per cell after detailed routing landed at 6.06. Post-CTS repair changed the size of 0 cells. For reference, the most critical setup path is categorized as in2out. DRC violation total after the first TritonRoute iteration landed at 1,205.

The synthesis run shows multiplexers occupying 15.4% of the cell area. Global placer's final weighted congestion landed at 1.04. Timing would allow up to 125 MHz. Count of sequential standard cells landed at 0. STA reports the tightest min-delay check as being of type in2out.

The initial antenna violation count came to 0. In the final layout, the share of cells above drive strength 1 is 5.18%. Relative max-transition margin landed at 41.2%. Final antenna diode count landed at 0. OpenSTA, run right after detailed placement, puts the worst setup slack at 1270 ps. Die span in y landed at 170 um.

Remaining design rule violation count landed at 0. Data on the critical path is required at its endpoint by 7280 ps. Worst supply voltage drop on vdd landed at 21.6 uV. Final tally of hold violations landed at 0. Global-route total usage across every layer landed at 28.1%.

Fill cells in the final layout number 3,035. The final timing report gives a worst setup slack of 1120 ps. Summing the areas of all xor and xnor instances in the mapped netlist gives 2.47% of the synthesized area. The clock period could shrink to 7980 ps. The chip occupies 29,000 um2. Hold buffer count at cts landed at 0.

Sum of routed wire length over all layers landed at 40.4 mm. Counting the warning lines in the Yosys log gives 1. The worst setup path is captured at an output port. Yosys stat cell total landed at 1,331. The flow reported a cell area power density of 65.8 nW/um2. The flow ran to the end, and the final reports show no timing, DRC or antenna violations.

The report lists the cells along the critical path as clkdlybuf4s50_1 > inv_1 > ha_1 > nor4_2 > nand3_1 > nand2_1 > a31oi_1 > a31oi_1 > o211ai_1 > a21oi_1 > a2111oi_0 > a211o_1 > clkdlybuf4s50_1. Tool warning count landed at 97. Setup repair after global routing left no endpoint under its margin. Synthesized instance count landed at 1,331. Post-CTS setup-driven buffer insertion count landed at 0.
## cells in the final DEF, fill, tap and decap left out, types with 5 or more instances in the layout
cell type	synthesis	routed
sky130_fd_sc_hd__o21bai_1	5	5
sky130_fd_sc_hd__a222oi_1	8	8
sky130_fd_sc_hd__nand3_1	15	15
sky130_fd_sc_hd__o31a_1	5	5
sky130_fd_sc_hd__clkdlybuf4s50_1	0	93
sky130_fd_sc_hd__o221ai_1	10	10
sky130_fd_sc_hd__o311ai_0	5	5
sky130_fd_sc_hd__nor2b_1	6	6
sky130_fd_sc_hd__o22ai_1	7	7
sky130_fd_sc_hd__and3_1	7	7
sky130_fd_sc_hd__buf_2	8	6
sky130_fd_sc_hd__nor2_1	166	166
sky130_fd_sc_hd__nand2b_1	17	17
sky130_fd_sc_hd__a211o_1	14	14
sky130_fd_sc_hd__a21oi_1	132	132
sky130_fd_sc_hd__o211ai_1	31	31
sky130_fd_sc_hd__nor3_1	26	25
sky130_fd_sc_hd__mux2_2	10	10
sky130_fd_sc_hd__nand2_1	100	100
sky130_fd_sc_hd__a221oi_1	15	15
sky130_fd_sc_hd__o21ai_0	148	148
sky130_fd_sc_hd__or3_1	11	11
sky130_fd_sc_hd__inv_1	111	110
sky130_fd_sc_hd__mux4_2	13	13
sky130_fd_sc_hd__xnor2_1	21	21
sky130_fd_sc_hd__a31oi_1	14	14
sky130_fd_sc_hd__a22oi_1	13	13
sky130_fd_sc_hd__o31ai_1	6	6
sky130_fd_sc_hd__mux2i_1	90	90
sky130_fd_sc_hd__nor4_1	9	9
sky130_fd_sc_hd__a21o_1	20	20
sky130_fd_sc_hd__ha_1	97	97
sky130_fd_sc_hd__a211oi_1	15	15
sky130_fd_sc_hd__buf_4	0	23
## how the worst max path moves through the flow
stage | endpoint | start | slack (ps) | cells after the start
CTS | result[21] | operand1[9] | 1250 | 13
global route | result[21] | operand1[9] | 870 | 13
finish | result[21] | operand1[9] | 1120 | 13
## per-layer routing
| metal | wire (um) | global-route usage (%) | vias up | share of wire (%) |
|---|---|---|---|---|
| li1 | - | - | 4900 | - |
| met1 | 17700 | 40.0 | 4909 | 44 |
| met2 | 17600 | 43.2 | 583 | 44 |
| met3 | 3710 | 5.00 | 91 | 9.2 |
| met4 | 1380 | 8.26 | 0 | 3.4 |
| met5 | 0 | 0 | - | 0 |
## layout make-up
cell class	count	area, um2	share of cell area [%]
timing repair buffer	122	1130	11.7
inverter	113	424	4.37
multi-input combinational	1116	7690	79.1
tap	378	473	4.87
## through the flow
| step | utilization, % | std cells | hold WS (ps) | total power [mW] |
|---|---|---|---|---|
| floorplan | - | 1331 | 3920 | 0.385 |
| global placement | 34.9 | 1729 | 4700 | 0.626 |
| detailed placement | 34.9 | 1729 | 4650 | 0.620 |
| CTS | 34.9 | 1729 | 4660 | 0.624 |
| global route | 34.9 | 1729 | 4690 | 0.688 |
| finish | 34.9 | 1729 | 4660 | 0.639 |
## logic make-up after synthesis
logic type,Yosys count
AOI/OAI and AO/OA,499
buffers and inverters,215
xor gates and xnor gates,24
and+or+nand+nor,381
muxes,113
adders and majority gates,99
## synthesized netlist by cell type (4+ instances only)
master	count	area [um2]
sky130_fd_sc_hd__o22ai_1	7	43.8
sky130_fd_sc_hd__inv_1	111	417
sky130_fd_sc_hd__nand3b_1	4	30.0
sky130_fd_sc_hd__o31a_1	5	43.8
sky130_fd_sc_hd__nand2b_1	17	106
sky130_fd_sc_hd__buf_2	8	40.0
sky130_fd_sc_hd__a31oi_1	14	87.6
sky130_fd_sc_hd__a222oi_1	8	80.1
sky130_fd_sc_hd__nand3_1	15	75.1
sky130_fd_sc_hd__ha_1	97	1210
sky130_fd_sc_hd__nor3_1	26	130
sky130_fd_sc_hd__clkbuf_1	78	293
sky130_fd_sc_hd__or3_1	11	68.8
sky130_fd_sc_hd__a22oi_1	13	97.6
sky130_fd_sc_hd__a22o_1	4	35.0
sky130_fd_sc_hd__buf_1	16	60.1
sky130_fd_sc_hd__a211oi_1	15	113
sky130_fd_sc_hd__o221ai_1	10	87.6
sky130_fd_sc_hd__nor2b_1	6	37.5
sky130_fd_sc_hd__xnor2_1	21	184
sky130_fd_sc_hd__a31o_2	4	35.0
sky130_fd_sc_hd__nor2_1	166	623
sky130_fd_sc_hd__o31ai_1	6	45.0
sky130_fd_sc_hd__nand4_1	4	25.0
sky130_fd_sc_hd__o311ai_0	5	43.8
sky130_fd_sc_hd__a311oi_1	4	35.0
sky130_fd_sc_hd__o21bai_1	5	37.5
sky130_fd_sc_hd__a2111oi_0	4	35.0
sky130_fd_sc_hd__mux2_2	10	113
sky130_fd_sc_hd__a211o_1	14	123
sky130_fd_sc_hd__mux2i_1	90	901
sky130_fd_sc_hd__o211ai_1	31	233
sky130_fd_sc_hd__a21o_1	20	150
sky130_fd_sc_hd__and3_1	7	43.8
sky130_fd_sc_hd__a21oi_1	132	661
sky130_fd_sc_hd__nand2_1	100	375
sky130_fd_sc_hd__mux4_2	13	293
sky130_fd_sc_hd__a221oi_1	15	131
sky130_fd_sc_hd__nor4_1	9	56.3
sky130_fd_sc_hd__o21ai_0	148	741
## power by group
| part | switching (mW) | internal (mW) | total [mW] |
|---|---|---|---|
| logic | 0.396 | 0.243 | 0.639 |
| registers | 0 | 0 | 0 |
| clock network | 0 | 0 | 0 |
Power and IR drop assume default switching activity.
